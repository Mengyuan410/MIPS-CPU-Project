**flow/design.v**
```verilog
module pipe_hazard_detection_unit (
    input clk,
    input waitrequest,
    input logic [31:0] IF_ID_Instruction,
    input logic ID_EX_MemReadEn,
    input logic EX_MEM_MemReadEn,  
    input logic EX_MEM_MemWriteEn,  
    input logic [4:0] EX_MEM_Rdest,
    input logic [4:0] ID_EX_Rdest,
    input logic [4:0] MEM_WB_Rdest,
    output logic PCWrite,
    output logic IF_ID_Write,  
    output logic FetchMemSel,  
    output logic IF_ID_valid,
    output logic Is_JB_stall
);
    logic[5:0] IF_ID_Opcode, IF_ID_Funccode;
    logic[4:0] IF_ID_Rs, IF_ID_Rt;
    logic Verify;
    logic IF_ID_valid_delay1;
    logic Is_LS, Is_LS_next;
    logic Is_General_stall;
    logic Is_valid_hold;
    logic IF_ID_WriteNext;
    logic [31:0] Hold_Instr;
    logic check_stall_valid;
    logic IS_GJ_Stall_next;
    logic IF_ID_Arithmetic_R, IF_ID_Arithmetic_I, IF_ID_Branch_R, IF_ID_Branch_I, IF_ID_J_RS, IF_ID_S, IF_ID_L;    
    assign IF_ID_Opcode = IF_ID_Instruction[31:26];
    assign IF_ID_Rs = IF_ID_Instruction[25:21]; 
    assign IF_ID_Rt = IF_ID_Instruction[20:16];
    assign IF_ID_Funccode = IF_ID_Instruction[5:0];
    assign IF_ID_Arithmetic_R = ((IF_ID_Opcode==6'b000000) && ((IF_ID_Funccode==6'b100001)||(IF_ID_Funccode==6'b100100)||(IF_ID_Funccode==6'b100111)||(IF_ID_Funccode==6'b100101)||
                                                               (IF_ID_Funccode==6'b101010)||(IF_ID_Funccode==6'b101011)||(IF_ID_Funccode==6'b100010)||(IF_ID_Funccode==6'b100011)||
                                                               (IF_ID_Funccode==6'b100110)||(IF_ID_Funccode==6'b000100)||(IF_ID_Funccode==6'b000111)||(IF_ID_Funccode==6'b000110)||
                                                               (IF_ID_Funccode==6'b011010)||(IF_ID_Funccode==6'b011011)||(IF_ID_Funccode==6'b011000)||(IF_ID_Funccode==6'b011001)||
                                                               (IF_ID_Funccode==6'b000000) || (IF_ID_Funccode==6'b000011) || (IF_ID_Funccode==6'b000010)));
    assign IF_ID_Arithmetic_I = ((IF_ID_Opcode==6'b001001) || (IF_ID_Opcode==6'b001100) || (IF_ID_Opcode==6'b001101) || (IF_ID_Opcode==6'b001010) || (IF_ID_Opcode==6'b001011) ||
                                 (IF_ID_Opcode==6'b001110) || ((IF_ID_Opcode==6'b000000) && ((IF_ID_Funccode==6'b010001) || (IF_ID_Funccode==6'b010011))));
    assign IF_ID_Branch_R = ((IF_ID_Opcode==6'b000100) || (IF_ID_Opcode==6'b000101));
    assign IF_ID_Branch_I = ((IF_ID_Opcode==6'b000001) || (IF_ID_Opcode==6'b000111) || (IF_ID_Opcode==6'b000110));
    assign IF_ID_J_RS = (IF_ID_Opcode == 6'b000000 && (IF_ID_Funccode == 6'b001001 || IF_ID_Funccode == 6'b001000));
    assign IF_ID_L = ((IF_ID_Opcode==6'b100000) || (IF_ID_Opcode==6'b100100) || (IF_ID_Opcode==6'b100001) || (IF_ID_Opcode==6'b100101) || (IF_ID_Opcode==6'b100011) || (IF_ID_Opcode==6'b100010) || (IF_ID_Opcode==6'b100110));
    assign IF_ID_S = ((IF_ID_Opcode==6'b101000) || (IF_ID_Opcode==6'b101001) || (IF_ID_Opcode==6'b101011));
    assign check_stall_valid = (IF_ID_WriteNext)? 1 : Is_valid_hold;
    always @(posedge clk) begin
        if(waitrequest == 0)begin
            if( IF_ID_WriteNext == 1)begin
                if(IF_ID_valid == 1)begin
                    Is_valid_hold <= 0;
                end
                else begin
                    Is_valid_hold <= 1;
                end
            end
            else begin
                if(IF_ID_valid)begin
                    Is_valid_hold <= 0;
                end
            end
            Hold_Instr <= IF_ID_Instruction;            
        end
    end
    always @(posedge clk) begin
        if(waitrequest == 0)begin
            Is_LS_next <= Is_LS;
            IF_ID_WriteNext <= IF_ID_Write;
            if(Is_General_stall == 1 || Is_JB_stall == 1)begin
                IS_GJ_Stall_next <= 1;
            end
            else begin
                IS_GJ_Stall_next <= 0;
            end            
        end
    end
    always @(*) begin
       if(Is_General_stall || Is_JB_stall)begin
            IF_ID_Write = 0;
            PCWrite = 0;
        end
        else if(IS_GJ_Stall_next && Is_LS_next && Is_valid_hold == 1)begin
            IF_ID_Write = 0;
            PCWrite = 0;
        end
        else if(Is_LS)begin
            IF_ID_Write = 0;
            PCWrite = 0;
        end
        else begin
            IF_ID_Write = 1;
            PCWrite = 1;
        end
    end
    always @(*) begin
        if(Verify == 0)begin
            IF_ID_valid = 0;
        end
        else if (Is_LS_next || Is_General_stall || Is_JB_stall)begin
            IF_ID_valid = 0;
        end
        else if (IF_ID_Write == 1 && IF_ID_WriteNext == 0 && Is_valid_hold == 0)begin
            IF_ID_valid = 0;
        end
        else begin
            IF_ID_valid = 1;
        end
    end
    always @(*) begin
        if(EX_MEM_MemReadEn || EX_MEM_MemWriteEn)begin
            Is_LS = 1;
            FetchMemSel = 0;
        end
        else begin
            Is_LS = 0;
            FetchMemSel = 1;
        end
        if((ID_EX_MemReadEn==1) && (ID_EX_Rdest==IF_ID_Rs) && (IF_ID_Arithmetic_R||IF_ID_Arithmetic_I) && (check_stall_valid == 1 ))begin
            Is_General_stall = 1;
            Is_JB_stall = 0;
        end
        else if ((ID_EX_MemReadEn==1) && (ID_EX_Rdest==IF_ID_Rt) && (IF_ID_Arithmetic_R) && (check_stall_valid == 1))begin
            Is_JB_stall = 0;
            Is_General_stall = 1;
        end
        else if((ID_EX_MemReadEn == 1) && (ID_EX_Rdest == IF_ID_Rs) && (IF_ID_L || IF_ID_S) && (check_stall_valid == 1))begin
            Is_JB_stall = 0;
            Is_General_stall = 1;
        end
        else if((((IF_ID_Rs == ID_EX_Rdest) && (IF_ID_Branch_I || IF_ID_J_RS))|| (((IF_ID_Rs == ID_EX_Rdest)||(IF_ID_Rt == ID_EX_Rdest)) && IF_ID_Branch_R)) && (check_stall_valid)) begin
            Is_General_stall = 0;
            Is_JB_stall = 1;
        end
        else if((((IF_ID_Rs == EX_MEM_Rdest) && (IF_ID_Branch_I || IF_ID_J_RS))|| ((IF_ID_Rt == EX_MEM_Rdest || IF_ID_Rs == EX_MEM_Rdest) && IF_ID_Branch_R))&&(check_stall_valid))begin
            Is_General_stall = 0;
            Is_JB_stall = 1;
        end
        else if (ID_EX_MemReadEn==1 &&  (IF_ID_Branch_R && ((IF_ID_Rs == ID_EX_Rdest) || (IF_ID_Rt == ID_EX_Rdest)))&& (check_stall_valid))begin  
                Is_General_stall = 0;
                Is_JB_stall = 1;
        end
        else if (ID_EX_MemReadEn==1 && (IF_ID_Branch_I ||IF_ID_J_RS) && (IF_ID_Rs == ID_EX_Rdest) && (check_stall_valid))begin  
                Is_General_stall = 0;
                Is_JB_stall = 1;
        end  
        else if(EX_MEM_MemReadEn==1 && (((IF_ID_Branch_R) &&(EX_MEM_Rdest == IF_ID_Rs || EX_MEM_Rdest == IF_ID_Rt)) ||  ((IF_ID_Branch_I || IF_ID_J_RS) &&(EX_MEM_Rdest == IF_ID_Rs))) && (check_stall_valid))begin
            Is_General_stall = 0;
            Is_JB_stall = 1;
        end
        else if((((MEM_WB_Rdest == IF_ID_Rs || MEM_WB_Rdest == IF_ID_Rt) && (IF_ID_Arithmetic_R || IF_ID_Branch_R)) || ((MEM_WB_Rdest == IF_ID_Rs) && (IF_ID_Arithmetic_I || IF_ID_Branch_I || IF_ID_J_RS)))&& (check_stall_valid))begin
            if(IF_ID_Branch_I || IF_ID_Branch_R)begin
                Is_JB_stall = 1;
                Is_General_stall = 0;
            end
            else begin
                Is_JB_stall = 0;
                Is_General_stall = 1;
            end
        end
        else if ((MEM_WB_Rdest == IF_ID_Rs) && (IF_ID_L || IF_ID_S) && (check_stall_valid))begin
            Is_General_stall = 1;
            Is_JB_stall = 0;
        end
        else if((MEM_WB_Rdest == IF_ID_Rs || MEM_WB_Rdest == IF_ID_Rt) && (IF_ID_S)&& (check_stall_valid))begin
            Is_General_stall = 1;
            Is_JB_stall = 0;
        end
        else begin
            Is_General_stall = 0;
            Is_JB_stall = 0;
        end
    end
    pipe_verify_instr verifyblock(
        .Instruction (IF_ID_Instruction),
        .Verify (Verify)
    ); 
endmodule
module pipe_verify_instr(
    input logic[31:0] Instruction,
    output logic Verify
); 
    logic [5:0] Opcode;
    logic [5:0] Funccode;
    logic [4:0] Rtcode;
    logic [5:0] Sacode;
    logic [4:0] Rscode;
    logic [9:0] RdSacode;
    logic [9:0] RsRtcode;
    logic [14:0] RtRdSacode;
    assign Opcode = Instruction[31:26];
    assign Funccode = Instruction[5:0];
    assign Rtcode = Instruction[20:16];
    assign Rdcode = Instruction[15:11];
    assign Sacode = Instruction[10:6];
    assign Rscode = Instruction[25:21];
    assign RsRtcode = Instruction[25:16];
    assign RtRdSacode = Instruction[20:6];
    always @(*) begin
        if(Instruction == 0)begin
            Verify = 0;
        end
        else begin
            Verify = (((Opcode==0)&(((Funccode==6'b100001 || Funccode==6'b100100 || Funccode==6'b100111 || Funccode==6'b100101 || Funccode==6'b101010 || 
                                  Funccode==6'b101011 || Funccode==6'b100011 || Funccode==6'b100110 || Funccode==6'b000100 || Funccode==6'b000111 ||
                                  Funccode==6'b000110) & Sacode==0) ||
                               ((Funccode==6'b000000 || Funccode==6'b000011 ||  Funccode==6'b000010) & Rscode==0) || 
                               ((Funccode==6'b011010 || Funccode==6'b011011 || Funccode==6'b011000 || Funccode==6'b011001) & RdSacode==0) ||
                               ((Funccode==6'b010000 || Funccode==6'b010010) & RsRtcode==0 & Sacode==0) || 
                               ((Funccode==6'b010001 || Funccode==6'b010011) & RtRdSacode==0))) ||
                  Opcode==6'b001001 || Opcode==6'b001100 || Opcode==6'b001111 || Opcode==6'b001010 || Opcode==6'b001011 || Opcode==6'b001110 ||
                  Opcode==6'b000100 || Opcode==6'b000101 || Opcode==6'b000010 || Opcode==6'b000011 || Opcode==6'b100000 || Opcode==6'b100100 ||
                  Opcode==6'b100001 || Opcode==6'b100101 || Opcode==6'b100011 || Opcode==6'b101000 || Opcode==6'b101001 || Opcode==6'b101011 ||
                  Opcode==6'b100010 || Opcode==6'b100110 || Opcode==6'b001101 ||
                  (Opcode==6'b000001 & (Rtcode==5'b00001 || Rtcode==5'b10001 || Rtcode==5'b00000 || Rtcode==5'b10000)) ||
                  ((Opcode==6'b000111 || Opcode==6'b000110) & Rtcode==5'b00000) ||
                  (Opcode==6'b000000 & Rtcode==0 & Sacode==0 & Funccode==6'b001001) ||
                  (Opcode==6'b000000 & RtRdSacode==0 & Funccode==6'b001000))? 1: 0;
        end
    end
endmodule
```
**flow/run.sh**
```bash
#!/bin/bash
# OpenROAD 26Q1-2900-gdf79404cd8, Yosys 0.63+post, stock flow scripts
make -C /OpenROAD-flow-scripts/flow DESIGN_CONFIG=/design/flow/config.mk WORK_HOME=/design/flow/orfs finish
```
**flow/config.mk**
```make
export PLATFORM = sky130hd
export DESIGN_NAME = pipe_hazard_detection_unit
export DESIGN_NICKNAME = pipe_hazard_detection_unit
export VERILOG_FILES = /design/flow/design.v
export SDC_FILE = /design/flow/constraint.sdc
export NUM_CORES = 4
export LEC_CHECK = 1
export CORE_AREA = 10 10 91 91
export DIE_AREA = 0 0 101 101
```
**flow/constraint.sdc**
```tcl
current_design pipe_hazard_detection_unit

set clk_period 6.0
set clk_io_pct 0.2

create_clock -name clk0 -period $clk_period [get_ports {clk}]

set non_clock_inputs [all_inputs -no_clocks]
set_input_delay [expr $clk_period * $clk_io_pct] -clock clk0 $non_clock_inputs
set_output_delay [expr $clk_period * $clk_io_pct] -clock clk0 [all_outputs]
```
==> out/results.txt <==
Tcrit/Tclk final = 84.6%
RePlAce Congestion = 0.881
Detailed placement HPWL = 3530 um
Vias = 1332
DRC = 0
GR Overflow Total = 0
# diodes = 0
GRT Max-Usage Layer = met2
Filler instances = 671
Slowest CP cell = clkdlybuf4s50_1
Total GRT Usage = 8.12%
Final core utilization = 28.2%
Worst-path cell chain = clkdlybuf4s50_1 -> nor3_1 -> and2_2 -> a32oi_1 -> o221ai_1 -> o21a_1 -> nor4_1 -> clkdlybuf4s50_1
Routed Antenna Nets = 0
Total power = 0.188 mW
Syn_area_per_cell = 7.32 um^2
Outcome = complete, no violations
Yosys Warn Count = 13
Final-report hold violation count = 0
DIE HEIGHT = 101 um
Post-synth EDFFs = 4
Unrepaired setup endpoints after global routing = no
Share of cells above drive strength 1 = 5.26%
Most used cell, CP = clkdlybuf4s50_1
CP delay by family, top = buffers and inverters
Root Buffer Master = clkbuf_8
Chip area = 0.0102 mm^2
Max H-tree Level = 1
Die width = 101 um
Synth Instances = 159
M2 GR Usage = 12.5%
Tool Warnings = 25
Global-route wire length before repair = 6860 um
Clk latency late pin = 210 ps
Area of the core = 0.00635 mm^2
Rows = 29
CP Data Required Time = 4800 ps
Maximum clock frequency = 197 MHz
Post-synth seq share = 10.3%
Registers, synthesis = 4
Clock sinks = 4
Fin. max-slew vios = 0
Worst-path clk slew = 30 ps
Top cells by area = xor2_1, edfxtp_1, xnor2_1
Layout area overhead = 54.1%
WL/cell = 14.9 um
Arr. time, crit path = 3880 ps
Post_cts resized = 0
WS Path Type = input port to output port
Initial antenna violation count = 0
CTS tree = yes
Max incr delay on CP = 700 ps
Max FO, Critical Path = 12
GR Util met1 = 12.2%
IO Count = 57
M3 GR Usage = 1.18%
Cell Area, Synth = 0.00116 mm^2
Actual slew at the worst max-slew pin = 423 ps
Leading register cell type out of synthesis = edfxtp_1
Final Critical Period = 5080 ps
Top-count cell post-synth = xor2_1
Type of the most critical hold path = flop to flop
Yosys chip area = 0.00116 mm^2
Maxcap violations = 0
Fp_density = 18.3%
Synth cell types = 49
Cts hold-fix bufs = 0
Vias/cell = 4.66
Initial DRC count = 93
Final Skew = 1.22 ps
First-pass DRT Iterations = 4
Startpoint types = input port
Async SR Flop Fraction = 0%
P_leak = 0.636 nW
Final Setup Violations = 0
Slew margin rel. = 71.5%
Worst-case clock buffer depth = 2
Crit path capture type = output port
Yosys top cell area share = 12.8%
Number of cells in Yosys stat = 159
Setup Fix Bufs, Post-CTS = 0
Total CTS buffers = 3
Top post-synthesis cells by count = xor2_1, xnor2_1, nor2_1, nand2_1, nor3_1
Cell accounting for the most synthesized area = xor2_1
Peak VDD IR = 0.0440 mV
Bufs and invs on worst path = 2
Setup TNS = 0 ps
Pwr dens = 105 mW/mm^2
WL final = 4270 um
Vias in the first global route = 1388
PortBufs = 56
Largest net degree at the start of global routing = 14
cell usage in the layout, fill, tap and decap left out, drive strengths merged, types with 2 or more instances in the layout:
cell           count
a211oi             2
a21oi              9
a221oi             2
a32o               2
and3               5
clkbuf             3
clkdlybuf4s50     56
edfxtp             4
inv                5
nand2             10
nand2b             2
nand3              7
nand3b             4
nand4              2
nor2              12
nor2b              3
nor3              10
nor4               4
o21a               2
o21ai              6
o22ai              2
o31ai              3
or3                4
or4                2
xnor2             13
xor2              17
stage by stage:
step                      std cells  setup WS [ps]  hold WS, ps  area [um^2]
after global routing            286            631          676         1790
after detailed placement        283            908          621         1750
after floorplan                 159           2180          568         1160
after CTS                       286            921          632         1790
after global placement          283            943          621         1750
final                           286            921          632         1790
routing by layer:
layer / vias up / wire length (um)
li1: 694 / -
met1: 582 / 2160
met2: 54 / 1780
met3: 2 / 295
met4: 0 / 25
met5: - / 0
final cells by class:
class,instances,area [um^2],area share (%)
clock buffer,3,41.3,2.30
sequential,4,120,6.70
inverter,5,18.8,1.05
multi-input combinational,141,956,53.3
timing repair buffer,56,561,31.3
tap,77,96.3,5.37
worst paths after layout:
check,startpoint,endpoint,slack [ps],cells past startpoint
worst min register to register,IF_ID_WriteNext$_DFFE_PN_,Is_valid_hold$_SDFFCE_PN0P_,630,2
worst max register to register,IF_ID_WriteNext$_DFFE_PN_,Is_valid_hold$_SDFFCE_PN0P_,4310,4
worst max-delay path,IF_ID_Instruction[27],PCWrite,920,8
worst min-delay path,IF_ID_WriteNext$_DFFE_PN_,Is_valid_hold$_SDFFCE_PN0P_,630,2
power by group:
group | internal [mW] | total, mW | switching [mW] | leakage [nW]
logic | 0.0552 | 0.0979 | 0.0427 | 0.575
clock network | 0.0427 | 0.0557 | 0.0130 | 0.0216
registers | 0.0331 | 0.0341 | 0.00100 | 0.0400
state kept, by name, indices dropped and copies added (netlist names):
name              cells
Is_valid_hold         1
IS_GJ_Stall_next      1
Is_LS_next            1
IF_ID_WriteNext       1
kinds of logic (layout without fill, tap and decap cells):
group / count (synthesis) / after routing / synth area share (%)
and+or+nand+nor: 71 / 71 / 35.1
buffers and inverters: 14 / 64 / 7.53
xor gates and xnor gates: 30 / 30 / 22.6
DFF: 4 / 4 / 10.3
AOI/OAI and AO/OA: 39 / 39 / 23.7
muxes: 1 / 1 / 0.860
worst register-to-register path: stages (launching register included):
cell      delay, ps
edfxtp_1        410
nor2_1          210
and2b_1         210
o211a_1         160
o41ai_1         360
Power is estimated from default activity; no workload was simulated.
